==> design/flow/design.v <==
`timescale 1ns / 1ps
module buttons(
    input Clk,
	 output reg [4:0] BUTTONREAD,  
    input [4:0] BUTTONWRITER,     
    output reg  [4:0] BUTTONLOW,
    inout  [3:0] BUTTONHIGH
    );
reg [3:0] button_highread;  
reg [4:0] buttonOut;  
reg low_enable;  
reg [15:0] button_counter;  
reg [2:0] lowCounter; 
reg [9:0] button_counterB;   
reg [3:0] high_store;
reg  [3:0] button_enable;
wire [3:0] button_set =button_enable [3:0];  
reg [1:0] button_highselect;  
assign BUTTONHIGH[0]=(button_set[0]) ? high_store[0] : 1'bz ;    
assign BUTTONHIGH[1]=(button_set[1]) ? high_store[1] : 1'bz ;    
assign BUTTONHIGH[2]=(button_set[2]) ? high_store[2] : 1'bz ;    
assign BUTTONHIGH[3]=(button_set[3]) ? high_store[3] : 1'bz ;    
always @ (posedge Clk) begin 
button_counterB<=button_counterB+1;   
if (!button_counterB  ) button_counter<=button_counter+1;  
if (button_counter[4:3]==BUTTONWRITER[3:2])   high_store[BUTTONWRITER[1:0]]<=1 ; else high_store[3:0]<=0; 	 
case (button_counterB[9:7])  
	2 :  begin  button_enable<=~(1<<button_counter[2:1]); BUTTONLOW[4:0]<=~(1<<button_counter[4:3]);end   
	3 : if (BUTTONHIGH[button_counter[2:1]]) begin BUTTONREAD[4:0] <=	button_counter[2:1]+(button_counter[4:3]*4)+1;  low_enable<=1;    end else begin  BUTTONREAD[4:0] <=0; low_enable<=0;  end
endcase
end
endmodule
==> design/flow/run.sh <==
#!/bin/bash
# OpenROAD 26Q1-2900-gdf79404cd8, Yosys 0.63+post, stock flow scripts
make -C /OpenROAD-flow-scripts/flow DESIGN_CONFIG=/design/flow/config.mk WORK_HOME=/design/flow/orfs finish
==> design/flow/config.mk <==
export PLATFORM = sky130hd
export DESIGN_NAME = buttons
export DESIGN_NICKNAME = buttons
export VERILOG_FILES = /design/flow/design.v
export SDC_FILE = /design/flow/constraint.sdc
export NUM_CORES = 4
export LEC_CHECK = 1
export CORE_AREA = 10 10 93 93
export DIE_AREA = 0 0 103 103
==> design/flow/constraint.sdc <==
current_design buttons

set clk_period 2.8
set clk_io_pct 0.2

create_clock -name clk0 -period $clk_period [get_ports {Clk}]

set non_clock_inputs [all_inputs -no_clocks]
set_input_delay [expr $clk_period * $clk_io_pct] -clock clk0 $non_clock_inputs
set_output_delay [expr $clk_period * $clk_io_pct] -clock clk0 [all_outputs]
==> Changelog: implementation <==
### Physical design

* Placer Congestion at around 0.8
* Yosys cell count at 96
* Cts bufs inserted at 3
* Pre-Place Util at 17.1%
* DIE WIDTH at between 100 and 150 um
* Port buffer count at 13
* Hold_buf cts at 0
* H-Tree Depth at 1
* Tool Error: [error] [KeplerFormal.cpp:679] Workflow failed: Iso has multiple drivers: .BUTTONHIGH0, BUTTONHIGH[0]$_SDFF_PP0_.Q0
* Post-Syn Instances at 96
* Clk buf depth at 2
* FF+latch count, synth at 28
* Post-Syn Area at 1160 um2
* CTS root buf: clkbuf_8
* Area contributors post-synth: edfxtp_1, dfxtp_1, xnor2_1
* Avg Inst Size Synth at between 10 and 15 um2
* Site Rows at 30
* HPWL Detailed at 1390 um
* Synth warnings at 5
* Die Height at 103 um
* Status: stopped before the end
* Post-CTS sizing at 0
* Synth Flop Type: edfxtp_1
* Unique cell types at 25
* EDFF count, synth at 14
* Top-area cell share at 36.4%
* Yosys Chip Area at 1160 um2
* Clock sinks at 28
* Synth Seq Share at 60.6%
* Io pins at 20
* Synth async-reset ratio at 0%
* Leading area contributor after synthesis: edfxtp_1
* Exit stage: 4_1_cts
* Post-CTS repair timing setup buffer count at 0
-- cells by family after synthesis --
| kind of cell | after synthesis | share of synthesized area (%) |
|---|---|---|
| xor+xnor | 15 | 11.4 |
| simple gates | 35 | 16.6 |
| compound gates | 4 | 1.73 |
| other cells | 1 | 0.324 |
| fa+ha+maj | 4 | 4.33 |
| buf+inv | 8 | 3.14 |
| flops | 28 | 60.6 |
| mux | 1 | 1.95 |
-- through the flow --
step / area, um2 / total power [mW] / cells / setup slack (ns) / utilization, %
floorplan: 1160 / 0.448 / 96 / 1.08 / -
global placement: 1380 / 0.456 / 187 / 1.22 / 20.4
detailed placement: 1380 / 0.456 / 187 / 1.22 / 20.4
-- Yosys cell counts, types with 3 or more instances --
| cell type | instances |
|---|---|
| and2_2 | 3 |
| nor2_1 | 7 |
| edfxtp_1 | 14 |
| nand2_1 | 6 |
| ha_1 | 4 |
| inv_1 | 5 |
| a21oi_1 | 4 |
| dfxtp_1 | 14 |
| xor2_1 | 5 |
| nand3_1 | 6 |
| xnor2_1 | 10 |
Power figures rest on the tool's default switching activity, not on a simulated workload.
